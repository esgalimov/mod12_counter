[flow/run.sh]
#!/bin/bash
# OpenROAD 26Q1-2900-gdf79404cd8, Yosys 0.63+post, stock flow scripts
make -C /OpenROAD-flow-scripts/flow DESIGN_CONFIG=/design/flow/config.mk WORK_HOME=/design/flow/orfs finish
[flow/config.mk]
export PLATFORM = sky130hd
export DESIGN_NAME = top
export DESIGN_NICKNAME = top
export VERILOG_FILES = /design/flow/design.v
export SDC_FILE = /design/flow/constraint.sdc
export NUM_CORES = 4
export LEC_CHECK = 1
export CORE_AREA = 10 10 93 93
export DIE_AREA = 0 0 103 103
[flow/constraint.sdc]
current_design top

set clk_period 5.2
set clk_io_pct 0.2

create_clock -name clk0 -period $clk_period [get_ports {clk}]

set non_clock_inputs [all_inputs -no_clocks]
set_input_delay [expr $clk_period * $clk_io_pct] -clock clk0 $non_clock_inputs
set_output_delay [expr $clk_period * $clk_io_pct] -clock clk0 [all_outputs]
[flow/design.v]
module top (
    input wire clk,
    input wire reset_n,
    output wire [7:0] led,
    output wire [6:0] lseg,
    output wire [6:0] hseg,
    output wire [7:0] do
);
    wire reset = ~reset_n;
	 reg clk_d;
	 reg [23:0] cnt_d;
    wire [3:0] count;
    wire carry;
    counter12 counter_inst (
        .clk(clk_d),
        .reset(reset),
        .count(count),
        .carry(carry)
    );
    assign led = {4'b0, count};
    assign do = count;  
	 always @(posedge clk) begin
			if (cnt_d == 4000000) begin
				clk_d <= ~clk_d;
				cnt_d <= 0;
			end else begin
				cnt_d <= cnt_d + 1;
			end
	 end
    seg7 seg7_inst (
        .clk(clk_d),
        .reset(reset),
        .value(count),
        .lseg(lseg),
        .hseg(hseg)
    );
endmodule
module counter12(
    input  wire clk,
    input  wire reset,
    output reg  [3:0] count,
    output wire carry
);
    wire [3:0] next_count = (count == 11) ? 4'd0 : count + 1;
    assign carry = (count == 11);
    always @(posedge clk or posedge reset) begin
        if (reset)
            count <= 4'd0;
        else
            count <= next_count;
    end
endmodule
module seg7(
    input wire clk,
    input wire reset,
    input wire [3:0] value,
    output reg [6:0] lseg,
    output reg [6:0] hseg
);
    reg [3:0] ones, tens;
    always @(*) begin
        ones = value % 10;
        tens = value / 10;
        case (ones)                      
            4'd0: lseg = 7'b1000000;     
            4'd1: lseg = 7'b1111001;     
            4'd2: lseg = 7'b0100100;     
            4'd3: lseg = 7'b0110000;     
            4'd4: lseg = 7'b0011001;     
            4'd5: lseg = 7'b0010010;     
            4'd6: lseg = 7'b0000010;     
            4'd7: lseg = 7'b1111000;     
            4'd8: lseg = 7'b0000000;     
            4'd9: lseg = 7'b0010000;     
            default: lseg = 7'b1111111;  
        endcase
        case (tens)
            4'd0: hseg = 7'b1000000;     
            4'd1: hseg = 7'b1111001;     
            default: hseg = 7'b1111111;  
        endcase
    end
endmodule
==> results.ini <==
[outcome]
status = completed

[final_timing]
finalSetupTns_ns = 0
skew_ns = 0.00152
rsz0062_at_grt = false
period_used_share = 0.381
setup_ws_ns = 3.22
relSlewSlack = 0.605
finalMaxSlewViolations = 0
fmax_mhz = 505
worst_slew_pin_slew_ns = 0.588
untimed_endpoints = 23
unclocked_regs = 4
period_minus_slack_ns = 1.98
hold_viol = 0
setup_viol = 0

[critical_path]
endpoint_kind = flip-flop
slowest_delay_ns = 0.52
slowest_stage = nor3_1
reg2reg_depth = 6
r2r-end = clk_d$_DFFE_PN_
path_buffers = 2
worst-setup-path-type = flip-flop to flip-flop
required_ns = 5.18
cp_max_fo = 7
crit_family = simple AND/OR/NAND/NOR gates
crit_path_start_kind = flip-flop
r2r_start = cnt_d[0]$_SDFF_PN0_
crit_arrival_ns = 1.96
rrSetupSlack_ns = 3.22
crit_chain = inv_1 -> ha_1 -> nor4b_1 -> nand2_1 -> nor3_1 -> buf_4

[cells_and_area]
seq_area_um2 = 611
mostFrequentLayoutCell = dfxtp_1
num-fill-cells = 718
post_route_cells_drive_above_1_share = 0.0398
fin_cells = 281
mostFrequentLayoutCells = 24 x dfxtp_1, 20 x clkdlybuf4s50_1, 17 x nor2_1
area_delta_synth_final_pct = 14.5
logic_area_um2 = 887

[synth]
avgSynthCellArea_um2 = 8.77
async_flop_share = 0.138
ff_type = dfxtp_1
synth_top_cell_by_area = dfxtp_1
edf_count = 1
synth_cell_type_count = 45
ys_seq_elements = 29
yosysTopAreaCellShare = 0.291
ys_cells = 188
topCellsByArea = dfxtp_1 29%, buf_4 8.2%, xnor2_1 6.4%
yosys_area_um2 = 1650
yosysSeqAreaShare = 0.370
ys.warnings.count = 3
synth.cell_area_um2 = 1650
synthCells = 188

[cts]
postCtsHoldBufs = 0
cts_buffer_depth = 2
cts.clk_slew.worst_paths_ns = 0.08
insertion_delay_ns = 0.26
post-cts-setup-buffers = 0
cts_max_level = 1
cts-resized-gates = 0
cts_tree = done
cts_inserted_buffers = 3
root_buffer = clkbuf_8

[global_route]
grt_pass1_vias = 1164
grt_pass1_wl_um = 5290
grt_max_degree = 17
gr-total-overflow = 0
track_usage = 0.0583
antenna_found_initial = 0

[placement]
pre_cts_slack_ns = 3.30
gp_congestion = 0.845
dpl.cell_count = 277
hpwl_um = 2420
port_buffers = 20

[pwr]
pwr_density_cell_nw_per_um2 = 160
peakVddDrop_mv = 0.151
p_leak_nw = 0.734

[detailed_routing]
drcViolationCount = 0
drt_iter0_drc = 69
wl_per_cell_um = 11.0
dr.pass1.iters = 4
antennaDiodeCount = 0
wl_um = 3100
via_per_inst = 4.51
vias = 1268
ant_nets = 0

[worst_hold_path]
worstHoldStart = cnt_d[23]$_SDFF_PN0_
holdCritPathClass = flip-flop to flip-flop
min_to = cnt_d[23]$_SDFF_PN0_
hold_depth = 1

[run]
warnings = 29
cap_viol_max_count = 0

[floorplan]
ios = 32
initCoreUtil = 0.244
design.core.area_um2 = 6760
rows = 30
fp.dieW_um = 103
die_y_um = 103
dieArea_um2 = 10600

## cells by family after synthesis
family / Yosys count / synth area share
buf+inv: 31 / 0.112
flops: 29 / 0.370
mux: 1 / 0.00607
fa+ha+maj: 8 / 0.0607
xor+xnor: 17 / 0.0903
compound gates: 27 / 0.103
simple gates: 73 / 0.253
other cells: 2 / 0.00455
## state kept, by name, summed over array words and instances (netlist names)
register            flops
cnt_d                  24
counter_inst.count      4
clk_d                   1
## per-layer routing
layer	vias up	global-route usage	wire length, um
met3	2	0.0129	278
met4	0	0.00321	9
met2	38	0.0917	1290
met1	569	0.0841	1520
li1	659	-	-
met5	-	0	0
## worst max path at each step
stage	from	slack, ns	end	depth (start not counted)
global route	cnt_d[0]$_SDFF_PN0_	3.01	clk_d$_DFFE_PN_	6
finish	cnt_d[0]$_SDFF_PN0_	3.22	clk_d$_DFFE_PN_	6
CTS	cnt_d[0]$_SDFF_PN0_	3.24	clk_d$_DFFE_PN_	6
## power breakdown
group          internal [mW]  switching [mW]
Sequential             0.192               0
Combinational       0.000668        0.000988
Clock                 0.0546          0.0544
Total                  0.247          0.0554
## layout make-up
type	instances	share of cell area
clock buffers	4	0.0239
inverters	10	0.0199
multi-input cells	137	0.470
flip-flops and latches	29	0.323
well taps	80	0.0530
repair buffers	21	0.110
## cells in the mapped netlist, types with 5 or more instances
| cell | count |
|---|---|
| nor2_1 | 17 |
| inv_1 | 10 |
| ha_1 | 8 |
| buf_4 | 18 |
| nand3_1 | 8 |
| nand4_1 | 7 |
| dfxtp_1 | 24 |
| nor3_1 | 9 |
| nand2_1 | 7 |
| xnor2_1 | 12 |
| xor2_1 | 5 |
| a21oi_1 | 5 |
| o21ai_0 | 8 |
## per-stage QoR
stage	power (mW)	hold WS [ns]	area (um2)	utilization
3_5_place_dp	0.199	0.458	1840	0.273
6_report	0.303	0.467	1890	0.279
4_1_cts	0.308	0.471	1890	0.279
5_1_grt	0.317	0.506	1890	0.279
2_1_floorplan	0.203	0.435	1680	-
3_3_place_gp	0.199	0.452	1840	0.273
Power and IR drop assume default switching activity.
